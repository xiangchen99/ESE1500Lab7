[/design/flow/config.mk]
export PLATFORM = sky130hd
export DESIGN_NAME = add4
export DESIGN_NICKNAME = add4
export VERILOG_FILES = /design/flow/design.v
export SDC_FILE = /design/flow/constraint.sdc
export NUM_CORES = 4
export LEC_CHECK = 1
export CORE_AREA = 10 10 112 112
export DIE_AREA = 0 0 122 122
[/design/flow/constraint.sdc]
current_design add4

set clk_period 4.9
set clk_io_pct 0.2

create_clock -name clk0 -period $clk_period [get_ports {clk}]

set non_clock_inputs [all_inputs -no_clocks]
set_input_delay [expr $clk_period * $clk_io_pct] -clock clk0 $non_clock_inputs
set_output_delay [expr $clk_period * $clk_io_pct] -clock clk0 [all_outputs]
[/design/flow/design.v]
                                                                                                                                                                                                                                                                                                            `default_nettype none
module add4(
    input      clk,
    output     LED1,
    output     LED2,
    output     LED3,
    output     LED4,
    output     LED5,
    input      PMOD1,  
    input      PMOD2,  
    input      PMOD3,  
    input      PMOD4,   
    input      PMOD7,  
    input      PMOD8,  
    input      PMOD9,  
    input      PMOD10   
    );
   reg [24:0] counter; 
   reg [1:0] dec_cntr;
	always@(posedge clk)
	  begin
	     counter <= counter + 1;
  	     if (counter == 6000000)
  	       begin
		   counter<=0;  
		   dec_cntr <= dec_cntr + 1;  
               end
	  end	
   assign LED1 = (dec_cntr == 0) ;
   assign LED2 = (dec_cntr == 1) ;
   assign LED3 = (dec_cntr == 2) ;
   assign LED4 = (dec_cntr == 3) ;
endmodule
[/design/flow/run.sh]
#!/bin/bash
# OpenROAD 26Q1-2900-gdf79404cd8, Yosys 0.63+post, stock flow scripts
make -C /OpenROAD-flow-scripts/flow DESIGN_CONFIG=/design/flow/config.mk WORK_HOME=/design/flow/orfs finish
==> flow_summary_export.csv <==
group,metric,value,unit
yosys,ys_top_cells_by_area,"dfxtp_1, xnor2_1, ha_1",
clock_tree,clock.latency.late_pin,0.27,ns
finish,logic_area,747,um2
final_timing,drv_slew,0,
pwr,clkPwrFrac,35.8,%
pwr,pwr-share-seq,64.2,%
detailed_routing,wl_met1,1.25,mm
grt,grt_max_degree,15,
job,cap_violations,0,
pwr,pwr-share-comb,0,%
finish,syn_to_final_growth,15.0,%
final_timing,setup_violations,0,
floorplan,dieArea,0.0149,mm2
grt,antenna_found_initial,0,
pwr,p_int,0.280,mW
pwr,leakage,0.529,nW
yosys,edf_count,2,
grt,grt_usage,3.46,%
place,hpwl,1.79,mm
yosys,synth_top_cell_by_area,"dfxtp_1",
detailed_routing,post_drt_wl_per_cell,8.60,um
grt,grt_pass1_vias,945,
detailed_routing,ant_nets,0,
detailed_routing,routed_via_density,3.49,
grt,grt-ovfl-total,0,
worst_setup_path,cp.required,3.92,ns
detailed_routing,dr_wl_met2,989,um
final_timing,final-hold-violation-count,0,
pwr,peakVddDrop,0.0927,mV
yosys,postSynthSeqShare,40.6,%
final_timing,slew_headroom,62.0,%
yosys,ys_warn_count,2,
worst_setup_path,worstPathArrival,1.42,ns
pwr,switchingPower,0.0653,mW
worst_setup_path,critPathMaxStageDelay,0.46,ns
clock_tree,cts_sinks,27,
clock_tree,holdBufCountCts,0,
yosys,synth_cell_types,38,
worst_setup_path,critical_path.top_delay_family,"buffers and inverters",
finish,finish.instance_area,0.00159,mm2
place,place_inst,277,
detailed_routing,wl_met3,180,um
worst_hold_path,holdCritPathClass,"reg2reg",
worst_setup_path,critPathMaxFanout,3,
clock_tree,cts_max_level,1,
status,status,"completed",
detailed_routing,totalWireLength,2.42,mm
floorplan,core-area,0.0102,mm2
worst_setup_path,end_kind,"output port",
floorplan,rows,37,
worst_setup_path,cp-start-kind,"register",
yosys,syn_area_per_cell,9.73,um2
floorplan,die_h,122,um
clock_tree,cts_resized,0,
clock_tree,cts_buffer_depth,2,
detailed_routing,drc,0,
place,place_area,0.00154,mm2
detailed_routing,n_antenna_cell,0,
final_timing,finClkSkew,0.00450,ns
yosys,ys_async_sr_fraction,0,%
finish,final_layout_size_suffix_gt1_share,8.28,%
floorplan,ioPinCount,14,
clock_tree,clk_pin_slew,0.09,ns
final_timing,fin_crit,2.40,ns
floorplan,fp_util,13.5,%
pwr,netSwitchingFraction,18.9,%
final_timing,tightestPinTransition,0.565,ns
detailed_routing,top_layer,"met3",
clock_tree,post-cts-setup-buffers,0,
job,warnings,37,
yosys,syn-instance-count,142,
yosys,ys_chip_area,0.00138,mm2
detailed_routing,vias,982,
pwr,p_per_area,217,mW/mm2
yosys,ff_type,"dfxtp_1",
place,place.gp.congestion,0.779,
place,io_buffers,4,
finish,filler_cell_count,1120,
final_timing,fin_tns_setup,0,ns
final_timing,grt_setup_unrepaired,"no",
yosys,top_area_share,36.2,%
final_timing,fmax,417,MHz
detailed_routing,firstDrtPassIters,4,
clock_tree,cts-buffers-inserted,3,
worst_setup_path,crit_chain,"inv_1 > ha_1 > clkdlybuf4s50_1",
worst_setup_path,crit_buf_inv,2,
worst_setup_path,crit_type,"reg2out",
worst_setup_path,crit_slowest_cell,"clkdlybuf4s50_1",
floorplan,die_w,122,um
yosys,ys.flops,27,
final_timing,fin_crit_sh,48.9,%
yosys,synth_area,0.00138,mm2
grt,grt_first_pass_wirelength,4.37,mm
detailed_routing,drt_iter0_drc,38,
finish,final_cells,281,
clock_tree,cts-root-buf,"clkbuf_8",
finish,layout.area.seq,561,um2
finish,final_util,15.5,%
clock_tree,cts_tree,"yes",
yosys,yosys_cells,142,
==> cell type report <==
class                           count  area share (%)
Clock buffer                        4            2.83
Inverter                            7            1.65
Multi-Input combinational cell    103            47.0
Sequential cell                    27            35.3
Tap cell                          136            10.7
Timing Repair Buffer                4            2.52
==> state kept, by name, summed over array words and instances (netlist names) <==
signal	count
counter	25
dec_cntr	2
==> path summary, 6_finish.rpt <==
check	from	end	slack [ns]	depth (start not counted)
setup / recovery	dec_cntr[0]	LED3	2.50	3
hold / removal	counter[24]	counter[24]	0.49	1
setup reg to reg	counter[2]	dec_cntr[0]	3.05	3
hold reg to reg	counter[24]	counter[24]	0.49	1
==> metal layers <==
layer  GRT usage (%)  up-vias
met5               0        -
met4          0.0745        0
met3            1.22        0
met2            5.35       18
met1            4.83      448
li1                -      516
==> cell usage after synthesis, types with 2 or more instances <==
| library cell | number |
|---|---|
| a21oi_1 | 3 |
| a31o_2 | 2 |
| and3_1 | 5 |
| buf_6 | 2 |
| dfxtp_1 | 25 |
| edfxtp_1 | 2 |
| ha_1 | 6 |
| inv_1 | 7 |
| nand2_1 | 8 |
| nand3_1 | 11 |
| nand4_1 | 3 |
| nor2_1 | 10 |
| nor3_1 | 8 |
| nor4_1 | 5 |
| nor4_4 | 2 |
| nor4b_1 | 3 |
| o21ai_0 | 2 |
| or4_1 | 3 |
| xnor2_1 | 13 |
| xor2_1 | 4 |
==> cells by family (layout without fill, tap and decap cells) <==
| kind of cell | count (synthesis) | in the layout | share of synthesized area (%) |
|---|---|---|---|
| AOI/OAI and AO/OA | 11 | 11 | 5.44 |
| xor gates and xnor gates | 17 | 17 | 10.8 |
| adders and majority gates | 6 | 6 | 5.43 |
| buffers and inverters | 12 | 15 | 5.34 |
| DFF | 27 | 27 | 40.6 |
| muxes | 1 | 1 | 0.725 |
| other | 1 | 1 | 0.271 |
| and+or+nand+nor | 67 | 67 | 31.4 |
==> layout by cell type, fill, tap and decap left out, drive strengths merged, types with 2 or more instances in the layout <==
| cell | synthesis | final |
|---|---|---|
| a21oi | 4 | 4 |
| a31o | 2 | 2 |
| and3 | 5 | 5 |
| clkbuf | 2 | 4 |
| clkdlybuf4s50 | 0 | 4 |
| dfxtp | 25 | 25 |
| edfxtp | 2 | 2 |
| ha | 6 | 6 |
| inv | 7 | 7 |
| nand2 | 8 | 8 |
| nand3 | 13 | 13 |
| nand4 | 4 | 4 |
| nor2 | 10 | 10 |
| nor3 | 8 | 8 |
| nor4 | 7 | 7 |
| nor4b | 3 | 3 |
| o21ai | 2 | 2 |
| or4 | 3 | 3 |
| xnor2 | 13 | 13 |
| xor2 | 4 | 4 |
==> through the flow <==
step                power [mW]  worst slack (ns)  hold WS [ns]
floorplan                0.227              3.22         0.439
global placement         0.227              2.81         0.482
detailed placement       0.227              2.79         0.477
CTS                      0.351              2.48         0.495
global route             0.360              2.40         0.539
finish                   0.345              2.50         0.491
==> power groups by stage <==
stage | logic [mW] | registers, mW | clock network (mW)
after global routing | 0.0000904 | 0.222 | 0.138
final | 0.0000347 | 0.221 | 0.123
after CTS | 0.0000712 | 0.221 | 0.130
Power figures rest on the tool's default switching activity, not on a simulated workload.
